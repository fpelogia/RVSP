## flow/constraint.sdc

```tcl
current_design mem_dados_dual

set clk_period 60.4
set clk_io_pct 0.2

create_clock -name clk0 -period $clk_period [get_ports {read_clock}]
create_clock -name clk1 -period $clk_period [get_ports {write_clock}]

set non_clock_inputs [all_inputs -no_clocks]
set_input_delay [expr $clk_period * $clk_io_pct] -clock clk0 $non_clock_inputs
set_output_delay [expr $clk_period * $clk_io_pct] -clock clk0 [all_outputs]
```

## flow/design.v

```verilog
module mem_dados_dual
#(parameter DATA_WIDTH=32, parameter ADDR_WIDTH=9)
(
	input [(DATA_WIDTH-1):0] dado_entr,
	input [(ADDR_WIDTH-1):0] end_lei, end_esc,
	input hab_esc, read_clock, write_clock,
	output reg [(DATA_WIDTH-1):0] saida,
	output [1:0] id_proc_atual
);
	reg [DATA_WIDTH-1:0] ram[2**ADDR_WIDTH-1:0];
	always @ (posedge write_clock)
	begin
		if (hab_esc)
			ram[end_esc] <= dado_entr;
	end
	always @ (posedge read_clock)
	begin
		saida <= ram[end_lei];
	end
	assign id_proc_atual = ram[1];
endmodule
```

## flow/run.sh

```bash
#!/bin/bash
# OpenROAD 26Q1-2900-gdf79404cd8, Yosys 0.63+post, stock flow scripts
make -C /OpenROAD-flow-scripts/flow DESIGN_CONFIG=/design/flow/config.mk WORK_HOME=/design/flow/orfs finish
```

## flow/config.mk

```make
export PLATFORM = sky130hd
export DESIGN_NAME = mem_dados_dual
export DESIGN_NICKNAME = mem_dados_dual
export VERILOG_FILES = /design/flow/design.v
export SDC_FILE = /design/flow/constraint.sdc
export NUM_CORES = 4
export LEC_CHECK = 1
export CORE_UTILIZATION = 30
export SYNTH_MEMORY_MAX_BITS = 65536
```

==> out/qor.json <==
{
  "status": {"value": "finished, violations left"},
  "failing_checks": {"value": "max-capacitance violations, max-slew violations"},
  "timing.critical_path.fanout_max": {"value": 87},
  "final_cell_mix": {"value": "sky130_fd_sc_hd__edfxtp_1 (16380), sky130_fd_sc_hd__mux2i_1 (3121), sky130_fd_sc_hd__mux4_2 (2449), sky130_fd_sc_hd__buf_4 (2029), sky130_fd_sc_hd__clkbuf_16 (1674)"},
  "switch_pwr": {"value": 5.183, "unit": "mW"},
  "hold-path-endpoint": {"value": "saida[13]$_DFF_P_"},
  "postCtsResizedCells": {"value": 0},
  "fp.dieArea": {"value": 2.126, "unit": "mm2"},
  "synth_top_cell_by_area": {"value": "sky130_fd_sc_hd__edfxtp_1"},
  "critical_path.max_stage_delay": {"value": 1.27, "unit": "ns"},
  "timing_worst_setup_path_type": {"value": "input pin to flip-flop"},
  "drt_iter0_markers": {"value": 24020},
  "global_route_usage_over_all_layers": {"value": 20.89, "unit": "%"},
  "firstDrtPassIters": {"value": 8},
  "place.gp.congestion": {"value": 0.9291},
  "grt_overflow": {"value": 0},
  "rsz_0062_raised_after_global_routing": {"value": "no"},
  "wl_met3": {"value": 495.6, "unit": "mm"},
  "hold_viol": {"value": 0},
  "place_inst": {"value": 58740},
  "hold_buffers": {"value": 0},
  "hold_class": {"value": "flip-flop to flip-flop"},
  "buffer_ports.inserted": {"value": 85},
  "worst_slew_pin_slew": {"value": 1.702, "unit": "ns"},
  "synth.yosys.seq_area_share": {"value": 77.44, "unit": "%"},
  "timing.critical_path.cells": {"value": "buf_16, buf_4, buf_4, buf_4, buf_4, buf_4, buf_4, buf_12, buf_4, mux4_2, o22ai_1, o21ai_0, buf_4, nand3_1, nand4_1, and4bb_2"},
  "crit_path_end_kind": {"value": "flip-flop"},
  "worst_hold_startpoint": {"value": "ram[47][13]$_DFFE_PP_"},
  "highest_metal_layer_with_signal_wires": {"value": "met5"},
  "power_leakage": {"value": 229.1, "unit": "nW"},
  "crit_slowest_cell": {"value": "sky130_fd_sc_hd__nand4_1"},
  "die.size.x": {"value": 1.458, "unit": "mm"},
  "crit_required": {"value": 60.66, "unit": "ns"},
  "detail_route.wl_per_cell": {"value": 33.71, "unit": "um"},
  "synth_flop_count": {"value": 16420},
  "clock_tree_from_tritoncts": {"value": "yes"},
  "post_route_drc": {"value": 0},
  "rrSetupSlack": {"value": 54.37, "unit": "ns"},
  "vdd_drop_max": {"value": 0.02902, "unit": "mV"},
  "grt_pass1_vias": {"value": 357700},
  "startpoint_type": {"value": "input pin"},
  "worstSetupStartpoint": {"value": "end_lei[0]"},
  "cap_violations": {"value": 7},
  "finish.cell_count_without_fillers": {"value": 62420},
  "pwr_density_cell": {"value": 32.36, "unit": "mW/mm2"},
  "post_cts_buffers": {"value": 0},
  "r2r_cells": {"value": 6},
  "yosysCellCount": {"value": 30320},
  "lay_top_count": {"value": "sky130_fd_sc_hd__edfxtp_1"},
  "die_h": {"value": 1.458, "unit": "mm"},
  "tritoncts_num_sinks": {"value": 16420},
  "ys_dominant_reg_cell": {"value": "sky130_fd_sc_hd__edfxtp_1"},
  "dominant_delay_contributor_by_cell_family_on_the_critical_path": {"value": "buffers and inverters"},
  "yosys.cell_types.count": {"value": 105},
  "final_tally_of_max_slew_violations": {"value": 83},
  "yosysWarningCount": {"value": 1},
  "area.growth.synth_to_final": {"value": 15.26, "unit": "%"},
  "maximum_number_of_pins_on_one_net_before_global_route_repair": {"value": 101},
  "seqPwrFrac": {"value": 53.0, "unit": "%"},
  "timing.critical_path.arrival": {"value": 21.32, "unit": "ns"},
  "synth_cells": {"value": 30320},
  "routed_wire_length": {"value": 2104, "unit": "mm"},
  "relSlewSlack": {"value": -13.79, "unit": "%"},
  "post_synth_area_from_yosys_stat": {"value": 0.6361, "unit": "mm2"},
  "final_layout_size_suffix_gt1_share": {"value": 23.02, "unit": "%"},
  "post_synth_instance_area": {"value": 0.6361, "unit": "mm2"},
  "routed_via_count_divided_by_cell_count": {"value": 5.287},
  "finalSetupViolations": {"value": 0},
  "async_reset_ff_share": {"value": 0, "unit": "%"},
  "placementRows": {"value": 534},
  "met1_length": {"value": 540.0, "unit": "mm"},
  "worstHoldPathCells": {"value": 4},
  "floorplanUtilization": {"value": 30.09, "unit": "%"},
  "design.portCount": {"value": 87},
  "path_buffers": {"value": 10},
  "met2RoutedLength": {"value": 912.5, "unit": "mm"},
  "warning_count": {"value": 33},
  "edf_count": {"value": 16380},
  "synthesis.area_per_instance": {"value": 20.98, "unit": "um2"},
  "power.share.switching": {"value": 21.84, "unit": "%"},
  "r2r_start": {"value": "ram[229][18]$_DFFE_PP_"},
  "place_hpwl": {"value": 1273, "unit": "mm"},
  "clk_transition_reported_paths": {"value": 0.12, "unit": "ns"},
  "dr_total_vias": {"value": 330000},
  "clock_power_share": {"value": 41.6, "unit": "%"},
  "layout.core_utilization": {"value": 34.68, "unit": "%"},
  "combPwrFrac": {"value": 5.5, "unit": "%"},
  "area_leaders": {"value": "sky130_fd_sc_hd__edfxtp_1 (77%), sky130_fd_sc_hd__mux4_2 (8.7%), sky130_fd_sc_hd__mux2i_1 (4.9%)"},
  "power_report.internal_total": {"value": 18.54, "unit": "mW"},
  "timing.rr.end": {"value": "saida[18]$_DFF_P_"},
  "critical_path.most_common_cell": {"value": "sky130_fd_sc_hd__buf_4"},
  "first_pass_grt_wire_length": {"value": 2858, "unit": "mm"},
  "area_inside_the_core_boundary": {"value": 2.114, "unit": "mm2"},
  "top_cell_area_share": {"value": 77.34, "unit": "%"},
  "tns": {"value": 0, "unit": "ns"},
  "drt.antenna.violating_nets": {"value": 0},
  "antenna_violations_before_repair": {"value": 242}
}
[cells by family after synthesis]
logic type / Yosys count / synth area share [%]
multiplexers: 5873 / 14.43
flip-flops: 16420 / 77.44
AND-OR/OR-AND: 4031 / 4.438
AND/OR/NAND/NOR: 2106 / 1.554
buffers and inverters: 1891 / 2.135
[per-layer routing]
layer  up-vias  GRT usage, %
met2     29000         28.90
li1     133200             -
met4       340         10.98
met5         -         6.018
met1    162600         17.18
met3      4785         22.71
[cells in the mapped netlist, drive strengths merged (13+ instances only)]
cell type  count
edfxtp     16380
and3          36
a2111oi       59
mux2i       3121
a2bb2oi       14
mux2         171
nand3        188
clkbuf       683
o21a          33
nand2b        13
o2111ai       16
nor3         273
a222oi        13
nand4         80
o22a          38
buf         1193
o22ai        852
nor4          87
o311ai        15
mux4        2581
and4b         13
a211o         17
a32oi         28
a22oi        188
a21oi        706
and2          95
nor2         811
or3           18
a211oi       135
a31oi        157
a22o          18
a221oi       107
dfxtp         32
o221ai      1086
o32ai         20
o21ai        407
nand2        393
o211ai        22
[registers in the layout, summed over array words and instances (netlist names)]
signal  cells
ram     16384
saida      32
[layout make-up]
class,instances,area (um2)
fillers,191400,1381000
well taps,28140,35210
clock inverters,915,8068
multi-input cells,12010,134900
inverters,10,57.56
clock buffers,2000,43110
repair buffers,2166,17310
diodes,761,1904
flip-flops and latches,16420,492600
[metrics by stage]
step	setup slack [ns]	hold slack, ns	total power [mW]	area, um2
2_1_floorplan	45.75	0.8345	13.40	636100
3_3_place_gp	38.97	1.094	14.06	679800
3_5_place_dp	38.96	1.081	14.08	680100
4_1_cts	39.36	2.128	23.79	731300
5_1_grt	38.83	2.111	24.28	732700
6_report	39.34	2.076	23.73	733200
[worst max path at each step]
stage / endpoint / slack (ns) / cells after the start
4_1_cts: saida[0]$_DFF_P_ / 39.36 / 18
5_1_grt: saida[0]$_DFF_P_ / 38.83 / 18
6_report: saida[2]$_DFF_P_ / 39.34 / 16
[worst register-to-register path, stage by stage, from the launching register on]
cell and delay (ns):
sky130_fd_sc_hd__edfxtp_1 0.37, sky130_fd_sc_hd__mux4_1 0.52, sky130_fd_sc_hd__a2111oi_0 0.70, sky130_fd_sc_hd__a211oi_1 0.32
sky130_fd_sc_hd__nand3_1 0.70, sky130_fd_sc_hd__nand4_1 1.46, sky130_fd_sc_hd__and4bb_2 0.88
[power by group through the flow]
stage         combinational (mW)  clock (mW)  sequential (mW)
finish                      1.30        9.86             12.6
global route                1.35        10.4             12.6
CTS                         1.27        9.95             12.6
No activity file was given, so power comes from the tool's default toggle rates.
