<file path="/design/flow/run.sh">
#!/bin/bash
# OpenROAD 26Q1-2900-gdf79404cd8, Yosys 0.63+post, stock flow scripts
make -C /OpenROAD-flow-scripts/flow DESIGN_CONFIG=/design/flow/config.mk WORK_HOME=/design/flow/orfs finish
</file>
<file path="/design/flow/config.mk">
export PLATFORM = sky130hd
export DESIGN_NAME = memoria_de_dados
export DESIGN_NICKNAME = memoria_de_dados
export VERILOG_FILES = /design/flow/design.v
export SDC_FILE = /design/flow/constraint.sdc
export NUM_CORES = 4
export LEC_CHECK = 1
export CORE_UTILIZATION = 30
</file>
<file path="/design/flow/constraint.sdc">
current_design memoria_de_dados

set clk_period 9.8
set clk_io_pct 0.2

create_clock -name clk0 -period $clk_period [get_ports {clk}]

set non_clock_inputs [all_inputs -no_clocks]
set_input_delay [expr $clk_period * $clk_io_pct] -clock clk0 $non_clock_inputs
set_output_delay [expr $clk_period * $clk_io_pct] -clock clk0 [all_outputs]
</file>
<file path="/design/flow/design.v">
module memoria_de_dados
#(parameter DATA_WIDTH=32, parameter ADDR_WIDTH=6)
(
	input [(DATA_WIDTH-1):0] entr,
	input [(ADDR_WIDTH-1):0] end_lei, end_esc,
	input h_esc, clk,
	output [(DATA_WIDTH-1):0] saida,
	output [(DATA_WIDTH-1):0] stdout
);
	reg [DATA_WIDTH-1:0] ram[2**ADDR_WIDTH-1:0];
	integer i;
	initial begin
		for (i = 0; i < 2**ADDR_WIDTH; i = i + 1) begin
			ram[i] = 0;
		end
   end
	always @ (posedge clk)
	begin
		if (h_esc)
			ram[end_esc] <= entr;
	end
	assign saida = ram[end_lei];
	assign stdout = ram[63];
endmodule
</file>
==> flow_metrics.tcl <==
# place-and-route summary
set metrics [dict create \
    fp.dieH_um 513 \
    rsz0062_at_grt "false" \
    whs_ps 1760 \
    instances_no_fill 7305 \
    hold_path_depth 2 \
    gp_congestion 0.845 \
    async_flop_share_pct 0 \
    cts_tree "built" \
    crit_type "input pin to primary output" \
    via_count 37080 \
    ant_nets 0 \
    status "finished clean" \
    antenna_found_initial 10 \
    path_max_fanout 73 \
    grt_max_degree 92 \
    wl_per_cell_um 27.9 \
    fin_setup_tns_ps 0 \
    cts_setup_buffers 0 \
    grt_usage_pct 16.8 \
    ys_sh_mux_pct 15.2 \
    worst_slack_ps 2160 \
    dieArea_um2 263000 \
    max_freq_ghz 0.131 \
    synth-xor-area-share_pct 0 \
    grt.overflow.total 0 \
    layout-drive-gt1-share_pct 25.8 \
    synth_stat.cells 3496 \
    area_delta_synth_final_pct 14.9 \
    powerDensity_nw_per_um2 196 \
    cp.required_ps 7840 \
    cts_buffer_depth 3 \
    adder_share_pct 0 \
    yosysSeqAreaShare_pct 78.6 \
    io-pin-count 110 \
    core.rowCount 187 \
    cts-resized-gates 0 \
    grt_first_pass_wirelength_um 292000 \
    synthCells 3496 \
    period_needed_ps 7640 \
    start_kind "input pin" \
    edf_count 2048 \
    cts_sinks 2048 \
    fp_util_pct 30.1 \
    holdBufCountCts 0 \
    viasPerCell 5.08 \
    yosys_warnings 1 \
    root_buffer "clkbuf_16" \
    coreArea_um2 259000 \
    place_hpwl_um 117000 \
    drv_cap 0 \
    topCombFamilyByArea "multiplexers" \
    worst_slew_pin_slew_ps 889 \
    ys_ff 2048 \
    initialDrtViolationCount 2395 \
    ff_type "edfxtp_1" \
    compound_area_share_pct 2.64 \
    ys_chip_area_um2 78200 \
    simple_gate_share_pct 2.15 \
    arrival_ps 5680 \
    drcViolationCount 0 \
    numCtsBuffers 188 \
    top_register "ram" \
    placed_area_um2 84100 \
    largest_reg_flops 2048 \
    place_worst_setup_slack_ps 2080 \
    endpoint_kind "primary output" \
    timing.slew.headroom_pct 40.5 \
    clk_pin_slew_ps 60 \
    hold_class "input pin to flop" \
    io_buffers 109 \
    grt_pass1_vias 40827 \
    fill_cells 23502 \
    leakage_uw 0.0273 \
    setup_viol_count_final 0 \
    yosysUniqueCellTypes 42 \
    die_w_um 513 \
    drt-total-wl_um 204000 \
    synthesis.area_um2 78200 \
    dp_cells 6963 \
    drt_pre_antenna_iters 5 \
    log.warning_count 26 \
    finalMaxSlewViolations 0 \
    finalCritPeriodShare_pct 78.0 \
    syn_avg_cell_area_um2 22.4 \
    ir_drop_v 0.000200 \
    top_regs "ram: 2048 flops" \
    htree_num_levels 4 \
    timing.final.hold_violations 0 \
    stdcell_area_um2 89900 \
]
==> cells by family (layout without fill, tap and decap cells) <==
family	Yosys count	after routing
AND/OR/NAND/NOR	348	348
flip-flops	2048	2048
buffers and inverters	205	607
other	0	5
AND-OR/OR-AND	281	281
multiplexers	614	614
==> per-stage QoR <==
| stage | utilization (%) | power [uW] |
|---|---|---|
| 2_1_floorplan | - | 10400 |
| 3_3_place_gp | 32.4 | 10800 |
| 3_5_place_dp | 32.4 | 10800 |
| 4_1_cts | 34.6 | 17800 |
| 5_1_grt | 34.6 | 18100 |
| 6_report | 34.6 | 17600 |
==> final timing paths <==
path | start | end | slack (ps)
setup / recovery | end_lei[1] | saida[30] | 2160
hold / removal | entr[25] | ram[63][25] | 1760
==> per-layer routing <==
| metal | vias to the layer above | part of all wire [%] | track usage, % | wire length (um) |
|---|---|---|---|---|
| met2 | 2535 | 47 | 25.1 | 96000 |
| met1 | 18747 | 31 | 18.0 | 64100 |
| met5 | - | 0.14 | 0.913 | 292 |
| met4 | 6 | 2.9 | 3.71 | 5870 |
| met3 | 314 | 18 | 14.2 | 37500 |
| li1 | 15478 | - | - | - |
==> critical path, stage by stage <==
cell and delay [ps]:
buf_8 440, buf_12 430, buf_4 670, nand2b_1 340
o221ai_1 390, o22ai_1 250, and3_1 410, clkdlybuf4s50_1 530
==> final cells by class <==
class	count	area, um2	share of cell area, %
diodes	5	12.5	0.0139
clock buffers	234	4920	5.47
clock inverters	103	848	0.944
inverters	1	3.75	0.00418
multi-input cells	1243	16100	17.9
flip-flops and latches	2048	61500	68.4
well taps	3402	4260	4.73
repair buffers	269	2240	2.49
==> Yosys cell counts (12+ instances only) <==
cell	n	area [um2]
buf_2	48	240
nor2_1	83	312
a211oi_1	27	203
mux4_2	454	10200
mux2i_1	121	1210
mux2_2	39	439
nand3_1	71	355
nand4_1	44	275
a22oi_1	55	413
a221o_1	16	160
o22a_1	12	105
buf_1	23	86.3
o22ai_1	85	532
o211ai_1	12	90.1
nand2_1	82	308
nor2b_1	23	144
a21oi_1	15	75.1
edfxtp_1	2048	61500
o221ai_1	27	236
clkbuf_1	90	338
buf_4	23	173
and3_1	14	87.6
o21ai_0	13	65.1
buf_6	16	180
a311o_1	12	120
==> cells in the final DEF (no fill, tap or decap), types with 10 or more instances in the layout <==
cell             instances
bufinv_16               10
edfxtp_1              2048
a21oi_1                 15
nor2_4                  61
clkdlybuf4s50_1         72
nor2_1                  21
nand3_1                 71
buf_2                   33
nand4_1                 44
nor2b_1                 21
clkinv_1                51
a211oi_1                27
a221o_1                 16
mux2i_1                121
a311o_1                 12
o211ai_1                12
o21ai_0                 13
clkbuf_16              190
buf_4                  153
nand2_1                 82
mux2_2                  39
and3_1                  14
clkinv_2                21
o221ai_1                27
o22a_1                  12
clkbuf_1                44
o22ai_1                 85
a22oi_1                 55
mux4_2                 454
==> power by group <==
part           internal (uW)  leakage, uW  switching, uW  total (uW)
Clock                   3830      0.00280           3150        6970
Sequential              9700       0.0184           12.6        9710
Combinational            337      0.00607            575         912
No activity file was given, so power comes from the tool's default toggle rates.
